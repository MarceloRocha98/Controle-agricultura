**/design/flow/design.v**
```verilog
module ContLd(
  input Ck, Clr, CE, L,
  input [3:0] I,
  output [3:0] Q,
  output RC
);
  reg [3:0] qr;
  always@(posedge Ck or posedge Clr) begin
    if(Clr) qr <=4'b1111;
    else if (~CE) qr<=qr;
    else if (L) qr <= I; 
    else qr<= qr-1;
  end
  assign RC = CE & (Q == 4'b0000);
  assign Q = qr;
endmodule  
```
**/design/flow/run.sh**
```bash
#!/bin/bash
# OpenROAD 26Q1-2900-gdf79404cd8, Yosys 0.63+post, stock flow scripts
make -C /OpenROAD-flow-scripts/flow DESIGN_CONFIG=/design/flow/config.mk WORK_HOME=/design/flow/orfs finish
```
**/design/flow/config.mk**
```make
export PLATFORM = sky130hd
export DESIGN_NAME = ContLd
export DESIGN_NICKNAME = ContLd
export VERILOG_FILES = /design/flow/design.v
export SDC_FILE = /design/flow/constraint.sdc
export NUM_CORES = 4
export LEC_CHECK = 1
export CORE_AREA = 10 10 70 70
export DIE_AREA = 0 0 80 80
```
**/design/flow/constraint.sdc**
```tcl
current_design ContLd

set clk_period 1.6
set clk_io_pct 0.2

create_clock -name clk0 -period $clk_period [get_ports {Ck}]

set non_clock_inputs [all_inputs -no_clocks]
set_input_delay [expr $clk_period * $clk_io_pct] -clock clk0 $non_clock_inputs
set_output_delay [expr $clk_period * $clk_io_pct] -clock clk0 [all_outputs]
```
==> results.sh <==
# source this file to load flow results
export IMPL_fp_util_pct=8.13
export IMPL_clock_power_share_pct=27.3
export IMPL_seq_area_um2=105
export IMPL_insertion_delay_ns=0.24
export IMPL_detail_route_antenna_nets=0
export IMPL_die_area_um2=6400
export IMPL_ios=13
export IMPL_p_int_uw=338
export IMPL_rows=21
export IMPL_ff2ff_setup_slack_ns=0.29
export IMPL_drive_gt1_share_pct=43.4
export IMPL_critPathLaunchType="register"
export IMPL_clock_fmax_mhz=649
export IMPL_synthCells=30
export IMPL_met3_length_um=110
export IMPL_r2r_start="qr[0]"
export IMPL_holdWs_ns=0.485
export IMPL_combGateArea_um2=155
export IMPL_cts_buffers=3
export IMPL_fin_area_um2=554
export IMPL_crit_path_end="RC"
export IMPL_post_synth_top_count_cell="inv_1"
export IMPL_edf_count=0
export IMPL_cp_cell_sequence="inv_2, ha_2, nor4bb_4, buf_2"
export IMPL_r2r_cells=5
export IMPL_top_register="qr"
export IMPL_synth_seq_share_pct=37.8
export IMPL_clock_sinks=4
export IMPL_layout_setup_ws_ns=0.0585
export IMPL_cts_hold_buf=0
export IMPL_hp_class="input pin to async pin"
export IMPL_grt_start_max_net_pins=11
export IMPL_relSlewSlack_pct=78.0
export IMPL_clockBufferDepth=2
export IMPL_port_buffers=12
export IMPL_placed_area_um2=477
export IMPL_fill_cells=389
export IMPL_mux_area_share_pct=0
export IMPL_num_vias=305
export IMPL_route_met2_wl_um=389
export IMPL_yosys_warnings=1
export IMPL_wirelength_um=850
export IMPL_routedLengthMet1_um=350
export IMPL_reg_top3="qr (4)"
export IMPL_simple_gate_area_share_pct=15.3
export IMPL_top_cells_by_count="5 x inv_1, 4 x dfstp_2, 3 x a22o_1, 3 x nor2_1, 3 x o21ai_0"
export IMPL_ys_chip_area_um2=278
export IMPL_largest_reg_flops=4
export IMPL_pwr_share_seq_pct=31.0
export IMPL_critPathSlowestCell="dfstp_2"
export IMPL_rsz0062_at_grt="true"
export IMPL_avgRoutedWirePerCell_um=8.59
export IMPL_post_place_ws_ns=-0.301
export IMPL_antenna_found_initial=0
export IMPL_rr_endpoint="qr[2]"
export IMPL_diodes=0
export IMPL_htree_levels=1
export IMPL_grt_pass1_vias=298
export IMPL_async_flop_share_pct=100
export IMPL_clk_pin_slew_worst_paths_ns=0.04
export IMPL_core_um2=3420
export IMPL_worst_slew_pin_slew_ns=0.329
export IMPL_post_route_min_period_ns=1.54
export IMPL_hpwl_um=659
export IMPL_clock_skew_ns=0.00272
export IMPL_route_top_layer_used="met3"
export IMPL_drt_iter0_drc=4
export IMPL_place_gp_congestion=0.765
export IMPL_p_per_area_nw_per_um2=822
export IMPL_ys_top_logic_family="AND-OR/OR-AND gates"
export IMPL_via_per_inst=3.08
export IMPL_cp_end_kind="primary output"
export IMPL_syn_to_final_growth_pct=99.5
export IMPL_warnings=27
export IMPL_cap_violations=0
export IMPL_drtPass1Iterations=2
export IMPL_yosysTopAreaCellShare_pct=37.8
export IMPL_path_class="register to primary output"
export IMPL_maxSlewViolCount=0
export IMPL_ys_cells=30
export IMPL_grt_overflow=0
export IMPL_synthXorXnorAreaFrac_pct=0
export IMPL_cts_tree="done"
export IMPL_grt_pass1_wl_um=1310
export IMPL_cp_slowest_stage_delay_ns=0.54
export IMPL_ys_dominant_reg_cell="dfstp_2"
export IMPL_root_buffer="clkbuf_4"
export IMPL_ys_sh_adder_pct=9.01
export IMPL_p_switching_uw=118
export IMPL_ys_ff=4
export IMPL_syn_area_per_cell_um2=9.26
export IMPL_power_leakage_uw=0.000241
export IMPL_layoutNonFillerInstCount=99
export IMPL_grt_usage_pct=2.71
export IMPL_synth_area_um2=278
export IMPL_outcome="completed"
export IMPL_crit_required_ns=1.28
export IMPL_cp_max_fo=2
export IMPL_fin_setup_tns_ns=0
export IMPL_finalHoldViolations=0
export IMPL_synth_cellmix_compoundShare_pct=25.2
export IMPL_drcViolationCount=0
export IMPL_p_comb_share_pct=41.7
export IMPL_p_sw_share_pct=25.8
export IMPL_top_cells_by_area="dfstp_2 38%, a22o_1 9.5%, ha_1 9.0%"
export IMPL_arrival_ns=1.22
export IMPL_die_x_um=80
export IMPL_die_h_um=80
export IMPL_yosys_area_top_type="dfstp_2"
export IMPL_startpoint="qr[0]"
export IMPL_irDropWorstVdd_mv=0.186
export IMPL_finalClockPeriodUsage_pct=96.3
export IMPL_ys_types=15
export IMPL_dp_cells=91
export IMPL_finalSetupViolations=0
[placed cells by master, fill, tap and decap left out, types with 2 or more instances in the layout]
cell type and n:
a21oi_1 2, dlygate4sd2_1 2, buf_6 2, buf_4 8, clkdlybuf4s50_1 9, nor2_1 3
o21ai_0 3, dfstp_2 4, a22o_1 3, inv_1 4, clkbuf_4 3
[worst min-delay path by stage]
stage / start / end / depth (start not counted)
6_report: Clr / qr[3] / 2
5_1_grt: Clr / qr[1] / 2
4_1_cts: Clr / qr[3] / 2
[repair_timing]
item / in CTS / in global routing
setup buffers: 2 / 3
pin swaps: 0 / 1
endpoints found under the setup margin: 4 / 2
resized: 9 / 2
[through the flow]
| step | util [%] | total power (µW) |
|---|---|---|
| after floorplan | - | 202 |
| after global placement | 14.0 | 288 |
| after detailed placement | 14.0 | 290 |
| after CTS | 15.2 | 433 |
| after global routing | 16.2 | 496 |
| final | 16.2 | 455 |
[area by class of cell]
type                       count  area share, %
tap                           46           10.4
inverter                       5           3.39
multi-input combinational     19           28.0
timing repair buffer          22           35.2
sequential                     4           19.0
clock buffer                   3           4.06
[critical path, delay by kind of cell, from the launching register on]
kind | cells | cell delay, ns
fa+ha+maj | 1 | 0.16
buf+inv | 2 | 0.15
flops | 1 | 0.54
simple gates | 1 | 0.14
[per-layer routing]
layer | global-route usage, % | up-vias
met1 | 3.00 | 145
met2 | 3.77 | 9
met3 | 2.61 | 0
met4 | 0.352 | 0
met5 | 0 | -
li1 | - | 151
[cells by family after synthesis]
group           count (synthesis)
compound gates                 10
fa+ha+maj                       2
buf+inv                         7
flops                           4
simple gates                    7
[power groups by stage]
stage | registers, µW | clock network [µW] | logic, µW
after CTS | 144 | 128 | 161
after global routing | 145 | 143 | 208
final | 141 | 125 | 190
Power is estimated from default activity; no workload was simulated.
